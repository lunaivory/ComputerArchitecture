## /design/flow/run.sh

```bash
#!/bin/bash
# OpenROAD 26Q1-2900-gdf79404cd8, Yosys 0.63+post, stock flow scripts
make -C /OpenROAD-flow-scripts/flow DESIGN_CONFIG=/design/flow/config.mk WORK_HOME=/design/flow/orfs finish
```

## /design/flow/config.mk

```make
export PLATFORM = sky130hd
export DESIGN_NAME = ID_EX
export DESIGN_NICKNAME = ID_EX
export VERILOG_FILES = /design/flow/design.v
export SDC_FILE = /design/flow/constraint.sdc
export NUM_CORES = 4
export LEC_CHECK = 1
export CORE_UTILIZATION = 40
```

## /design/flow/design.v

```verilog
module ID_EX(
  input             clk_i,
  input      [1:0]  WB_i,
  input      [1:0]  MEM_i,
  input      [3:0]  EX_i,
  input      [31:0] Reg_data1_i,
  input      [31:0] Reg_data2_i,
  input      [4:0]  RsAddr_FW_i,
  input      [4:0]  RtAddr_FW_i,
  input      [4:0]  RtAddr_WB_i,
  input      [4:0]  RdAddr_WB_i,
  input      [31:0] immd_i,
  output reg [1:0]  WB_o,
  output reg [1:0]  MEM_o,
  output reg [31:0] Reg_data1_o,
  output reg [31:0] Reg_data2_o,
  output reg [31:0] immd_o,
  output reg        ALU_Src_o,
  output reg [1:0]  ALU_OP_o,
  output reg        Reg_Dst_o,
  output reg [4:0]  RsAddr_FW_o,
  output reg [4:0]  RtAddr_FW_o,
  output reg [4:0]  RtAddr_WB_o,
  output reg [4:0]  RdAddr_WB_o 
);
reg [31:0] ALUout, MemWriteData, immd;
reg [31:0] Reg_data1, Reg_data2;
reg [4:0] RsAddr_FW, RtAddr_FW, RtAddr_WB, RdAddr_WB;
reg [3:0] EX;
reg [1:0] WB, MEM;
always @(posedge clk_i) begin
	Reg_data1 <= Reg_data1_i;
	Reg_data2 <= Reg_data2_i;
	immd <= immd_i;
	RsAddr_FW <= RsAddr_FW_i;
	RtAddr_FW <= RtAddr_FW_i;
	RtAddr_WB <= RtAddr_WB_i;
	RdAddr_WB <= RdAddr_WB_i;
	EX <= EX_i;
	WB <= WB_i;
	MEM <= MEM_i;
end
always @(negedge clk_i) begin
	ALU_Src_o <= EX[3];
	ALU_OP_o <= EX[2:1];
	Reg_Dst_o <= EX[0];
	Reg_data1_o <= Reg_data1;
	Reg_data2_o <= Reg_data2;
	immd_o <= immd;
	RsAddr_FW_o <= RsAddr_FW;
	RtAddr_FW_o <= RtAddr_FW;
	RtAddr_WB_o <= RtAddr_WB;
	RdAddr_WB_o <= RdAddr_WB;
	WB_o <= WB;
	MEM_o <= MEM;
end
endmodule
```

## /design/flow/constraint.sdc

```tcl
current_design ID_EX

set clk_period 1.0
set clk_io_pct 0.2

create_clock -name clk0 -period $clk_period [get_ports {clk_i}]

set non_clock_inputs [all_inputs -no_clocks]
set_input_delay [expr $clk_period * $clk_io_pct] -clock clk0 $non_clock_inputs
set_output_delay [expr $clk_period * $clk_io_pct] -clock clk0 [all_outputs]
```

==> flow_summary_export.csv <==
group,metric,value,unit
timing,finalSetupTns,-79.52,ns
timing,whs,0.140,ns
worst_setup_path,max_stage_delay,0.31,ns
clocking,clk_pin_slew_worst_paths,0.07,ns
place,gp_congestion,0.745,
finish,syn2layout_area_growth,67.5,%
power_and_ir_drop,power.switching,0.00494,W
logic_synthesis,ys_ff,248,
clocking,cts_tree,"done",
run,maxCapViolCount,0,
worst_setup_path,r2r-end,"immd_o[21]",
status,violations,"setup timing",
worst_setup_path,regToRegSetupSlack,0.13,ns
worst_setup_path,critical_path.max_fanout,1,
timing,finalMaxSlewViolations,0,
logic_synthesis,logic_family,"buffers and inverters",
finish,logic_area,0,µm²
grt,grt_pass1_vias,2885,
logic_synthesis,ys_cells,249,
drt,via_per_inst,3.75,
die,num_rows,40,
die,io_pins,249,
logic_synthesis,netlist_area,4970,µm²
worst_setup_path,cp-start-kind,"register",
logic_synthesis,ys_sh_aoi,0,
drt,antenna_left,0,
logic_synthesis,yosysWarnings,1,
place,dp_cells,665,
worst_setup_path,path_class,"reg -> out",
grt,met1_usage,0.208,
logic_synthesis,yosys-stat-area,4970,µm²
drt,wl,10300,µm
worst_setup_path,critical-path-top-delay-family,"flip-flops",
logic_synthesis,ys_sh_adder,0,
worst_setup_path,path_buffers,1,
drt,n_antenna_cell,0,
clocking,h-tree-depth,1,
drt,dr.pass1.iters,4,
logic_synthesis,top_cells_by_area,"dfxtp_1, inv_1",
min_path,holdPathStages,1,
worst_setup_path,arrival,1.48,ns
logic_synthesis,largest_area_cell,"dfxtp_1",
logic_synthesis,syn_area_per_cell,20.0,µm²
power_and_ir_drop,combPwrFrac,0.032,
die,core-area,12100,µm²
worst_setup_path,crit_slowest_cell,"dfxtp_2",
grt,busiest_layer,"met2",
power_and_ir_drop,power_leakage,4.12,nW
worst_setup_path,crit_cells,1,
min_path,hold_path.class,"in -> reg",
timing,rsz0062_at_grt,"yes",
finish,drive_gt1_frac,0.276,
grt,met2_usage,0.265,
worst_setup_path,r2r_cells,0,
logic_synthesis,synthXorXnorAreaFrac,0,
status,status,"finished with violations",
clocking,ctsRootBufferMaster,"clkbuf_16",
timing,worst_slew_pin_slew,0.139,ns
die,dieArea,12900,µm²
logic_synthesis,ys_sh_simple,0,
grt,gr-total-overflow,0,
min_path,worst_hold_startpoint,"RdAddr_WB_i[3]",
min_path,min_to,"RdAddr_WB[3]",
logic_synthesis,yosysUniqueCellTypes,2,
drt,drc,0,
die,die_w,113,µm
logic_synthesis,synthMuxAreaShare,0,
drt,first_iter_violations,105,
timing,fin_skew,0.0690,ns
finish,final_cells,832,
logic_synthesis,syn_inst,249,
grt,antenna_found_initial,0,
worst_setup_path,crit_chain,"buf_2",
place,place_area,7660,µm²
timing,slew_headroom,0.908,
power_and_ir_drop,seq_power_share,0.483,
grt,grt_max_degree,16,
power_and_ir_drop,p_int,0.0169,W
place,pre_cts_ws,-0.523,ns
worst_setup_path,cp-end-kind,"output pin",
grt,use_met3,0.0736,
logic_synthesis,top_cell_area_share,0.999,
power_and_ir_drop,peakVddDrop,1.73,mV
timing,setup_viol,124,
power_and_ir_drop,power_density,2630,nW/µm²
place,numPortBuffers,248,
clocking,clk_latency,0.56,ns
timing,hold_viol,0,
run,warnings,151,
worst_setup_path,reg2reg_from,"immd[21]",
worst_setup_path,cp.required,0.80,ns
die,core_util_floorplan,0.412,
power_and_ir_drop,switching_share,0.226,
timing,fin_ws,-0.682,ns
grt,grt_pass1_wl,15000,µm
clocking,clock_sinks,248,
clocking,cts_buffers,24,
place,dpl.hpwl,7000,µm
grt,grt_usage,0.162,
drt,dr_total_vias,3122,
drt,wl_per_cell,12.4,µm
clocking,clock_path_buffers,3,
finish,logic_gate_count,0,
logic_synthesis,ys_seq_frac,0.999,
finish,fin_area,8320,µm²
power_and_ir_drop,p_clk_frac,0.485,
die,die_h,113,µm
clocking,holdBufCountCts,0,
area by class of cell:
class / instances / area [µm²]
clock inverters: 138 / 596
flip-flops and latches: 248 / 4990
well taps: 168 / 210
repair buffers: 248 / 1860
clock buffers: 30 / 664
fillers: 866 / 3740
synth_stat cells:
cell,count
inv_1,1
dfxtp_1,248
cells by family after synthesis:
logic type  Yosys count
buf+inv               1
flops               248
power groups by stage:
stage / logic, W / registers (W) / clock network (W)
6_report: 0.000691 / 0.0106 / 0.0106
5_1_grt: 0.000748 / 0.0106 / 0.0118
4_1_cts: 0.000706 / 0.0106 / 0.0109
state kept, by name, summed over array words and instances (netlist names), 32 cells and up:
name / count
immd: 32
immd_o: 32
Reg_data1_o: 32
Reg_data2_o: 32
Reg_data1: 32
Reg_data2: 32
routing by layer:
metal | part of all wire | up-vias
li1 | - | 1569
met1 | 0.39 | 1373
met2 | 0.48 | 163
met3 | 0.12 | 17
met4 | 0.013 | 0
met5 | 0 | -
per-stage QoR:
step                      utilization  total power, W
final                           0.690          0.0219
after global routing            0.690          0.0231
after CTS                       0.690          0.0222
after detailed placement        0.635          0.0124
after global placement          0.635          0.0124
after floorplan                     -          0.0114
how the worst max path moves through the flow:
stage,start,endpoint,slack (ns)
final,Reg_data2_o[15],Reg_data2_o[15],-0.68
after global routing,Reg_data1_o[22],Reg_data1_o[22],-0.72
after CTS,Reg_data2_o[15],Reg_data2_o[15],-0.69
layout by cell type (no fill, tap or decap):
cell and n:
buf_2 124, bufinv_16 2, clkbuf_1 3, clkbuf_16 25
clkbuf_8 2, clkdlybuf4s50_1 124, clkinv_2 3, clkinv_4 2
clkinvlp_2 2, clkinvlp_4 1, dfxtp_1 227, dfxtp_2 21
inv_1 127, inv_6 1
repair_timing:
item | CTS | global route
gates resized | 410 | 3
setup endpoints to repair | 124 | 124
hold endpoints to repair | 0 | 0
setup buffers | 0 | 0
cloned | 0 | 0
Power figures rest on the tool's default switching activity, not on a simulated workload.
