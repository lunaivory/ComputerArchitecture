==> design/flow/design.v <==
module Data_Memory(
  input             clk_i,
  input      [31:0] addr_i,
  input      [31:0] write_data_i,
  input             MemRead_i,
  input             MemWrite_i,
  output reg [31:0] data_o
);
reg [7:0] memory [0:31];
always @(posedge clk_i) begin
	if(MemRead_i) begin 
		data_o <= (memory[addr_i] + (memory[addr_i+1] << 8) +
					(memory[addr_i+2] << 16) + (memory[addr_i+3] << 24));
	end
end
always @(negedge clk_i) begin
	if(MemWrite_i) begin
		memory[addr_i+0] = write_data_i[7:0];
		memory[addr_i+1] = write_data_i[15:8];
		memory[addr_i+2] = write_data_i[23:16];
		memory[addr_i+3] = write_data_i[31:24];
	end
end
endmodule
==> design/flow/config.mk <==
export PLATFORM = sky130hd
export DESIGN_NAME = Data_Memory
export DESIGN_NICKNAME = Data_Memory
export VERILOG_FILES = /design/flow/design.v
export SDC_FILE = /design/flow/constraint.sdc
export NUM_CORES = 4
export LEC_CHECK = 1
export CORE_UTILIZATION = 30
==> design/flow/constraint.sdc <==
current_design Data_Memory

set clk_period 7.1
set clk_io_pct 0.2

create_clock -name clk0 -period $clk_period [get_ports {clk_i}]

set non_clock_inputs [all_inputs -no_clocks]
set_input_delay [expr $clk_period * $clk_io_pct] -clock clk0 $non_clock_inputs
set_output_delay [expr $clk_period * $clk_io_pct] -clock clk0 [all_outputs]
==> design/flow/run.sh <==
#!/bin/bash
# OpenROAD 26Q1-2900-gdf79404cd8, Yosys 0.63+post, stock flow scripts
make -C /OpenROAD-flow-scripts/flow DESIGN_CONFIG=/design/flow/config.mk WORK_HOME=/design/flow/orfs finish
==> results_slide.txt <==
Run Summary

Outcome
  – Status: completed

Floorplanning
  – Die X-Extent: between 300 and 400 um
  – Rows: 110
  – # IOs: 99
  – Die span in y: 303 um
  – Chip area: 91,800 um2
  – Pre-Place Util: 30.2%
  – Placeable Area: 89,900 um2

Finish
  – Commonest Layout Cell: nand2_1
  – Fin area: 33,900 um2
  – Final Util: 37.8%
  – Fillcell total: 8,547
  – Finished Layout Cells: 4,058
  – Area grow syn2layout: 24.8%
  – Layout cell share with drive strength beyond 1: 33.5%
  – Top cells excl fill/tap: nand2_1 (356), mux2i_1 (324), edfxtp_1 (288)

Clocking
  – Clock Pin Slew Worst Setup and Hold Paths: 60 ps
  – Clock Path Buffers: 3
  – Hold bufs inserted after CTS: 0
  – Root Driver: clkbuf_16
  – Worst-Skew Late Latency: between 600 and 700 ps
  – # clock sinks: ~290
  – CTS tree: built
  – CTS Buf Count: 37
  – CTS H-tree depth: 2

Run
  – MaxCap Viol Count: 0
  – Log Warnings: around 320

Worst setup path
  – Critical Path Sink Type: flop
  – CP arrival: 3900 ps
  – Origin of the critical flop-to-flop path: memory[20][4]$_DFFE_NP_
  – Crit path DRT: 3900 ps
  – Crit Path Category: input pin to flop
  – Setup crit start: addr_i[3]
  – CP startpoint kind: input pin
  – Max FO, Critical Path: 9

Placed design
  – Cells after DPL: roughly 3,700
  – Dpl cell area: 31,600 um2
  – Pre-CTS setup slack: -581 ps
  – Port Buffer Count: 71
  – Gpl congestion: 1.06
  – Dpl hpwl: slightly below 90,000 um

Routing
  – First-pass iteration count of the detailed router: 5
  – Antenna diode count: 0
  – DR vias: 23,800
  – 1st-iter DRT viols: between 2,000 and 2,500
  – WL per Instance: slightly above 30 um
  – Vias/cell: 5.85
  – Antenna Nets Post-Route: 0
  – Residual DRC: 0
  – Final WL: 124,000 um

Timing
  – Min Hold Slack: 1660 ps
  – Slew @ Worst Pin: 850 ps
  – Unrepaired setup endpoints after global routing: no
  – Final Max Slew Viols: 0
  – Fin. Hold Viols: 0
  – Final setup vio count: 0
  – PnR worst setup slack: 6.32 ps
  – Slew Limit Headroom: 41.7%
  – TNS Setup: 0 ps
  – Clock skew: 68.0 ps

Synthesis
  – Mean Syn Cell Area: 11.2 um2
  – Cells after synthesis: 2,421
  – Post-Syn Area: 27,200 um2
  – Yosys Chip Area: around 27,000 um2
  – Post-synth regs: 288
  – FFs w/ async S/R, synth: 0%
  – Post-synth EDFFs: 288
  – Synth warn: 1
  – Seq share, synth: 31.8%
  – Main synth FF type: edfxtp_1
  – # Cells Yosys: 2,421
  – Unique cell types: a little over 80

Hold path
  – Min-delay src: addr_i[4]
  – Hold Crit Class: input pin to flop

GRT
  – Global-route wire length before repair: 174,000 um
  – GRT overflow: 0
  – Total GRT Usage: 28.3%
  – Number of global-route vias before repair: 23,700
  – Largest net degree at the start of global routing: 88
  – Initial antenna violation count: 7

Power and ir drop
  – Leak Pwr: 13.5 nW
  – Pwr dens: approximately 190 nW/um2
  – Worst vdd ir: 0.141 mV
  – Power, Total: 6.40 mW
-- sequential cells by signal (all words and copies together) (netlist names) --
signal / cells
data_o: 32
memory: 256
-- critical path: stages --
cell,delay [ps]
clkdlybuf4s50_1,470
buf_4,150
a21boi_4,330
a21oi_2,120
buf_12,160
a211oi_4,580
mux2_1,380
mux2i_1,190
o21ai_2,80
-- routing by layer --
metal  routed length (um)  track usage, %  part of all wire (%)  vias to the layer above
met3                18900            17.9                    15                      242
met4                 4910            9.97                   4.0                       12
met5                  274            2.12                  0.22                        -
li1                     -               -                     -                    10300
met2                53000            39.4                    43                     1488
met1                46700            35.9                    38                    11700
-- what timing repair did --
item,4_1_cts,5_1_grt
gates resized,0,4
setup buffers,0,4
setup endpoints to repair,0,123
-- synthesized netlist by cell type, drive strengths merged, types with 7 or more instances --
library cell / instances / area [um2]
nand2: 379 / 1450
mux2i: 324 / 3240
o21ai: 290 / 1520
edfxtp: 288 / 8650
mux2: 271 / 3050
mux4: 239 / 5380
buf: 133 / 758
clkbuf: 125 / 469
nor2: 59 / 241
nand3: 43 / 220
a21oi: 34 / 226
nor3: 29 / 170
a211oi: 25 / 293
a22oi: 24 / 180
o22ai: 12 / 75.1
and2: 10 / 65.1
inv: 10 / 37.5
a31oi: 8 / 62.6
ha: 8 / 100
o2111ai: 8 / 70.1
xnor2: 8 / 104
a221oi: 7 / 61.3
-- power by group --
part / internal, mW / switching (mW) / total [mW] / leakage (nW)
logic: 0.705 / 0.919 / 1.62 / 8.90
clock network: 1.41 / 1.19 / 2.60 / 2.01
registers: 2.04 / 0.140 / 2.18 / 2.64
-- worst paths after layout --
kind                        endpoint  slack, ps  cells after the start
min             data_o[23]$_DFFE_PP_       1660                      5
max          memory[10][5]$_DFFE_NP_          6                      9
max reg2reg     data_o[20]$_DFFE_PP_        930                      4
min reg2reg     data_o[10]$_DFFE_PP_       4510                      3
-- cells by family (layout without fill, tap and decap cells) --
family / Yosys count / after routing / share of synthesized area, %
AND-OR/OR-AND: 449 / 449 / 10.5
XOR/XNOR: 12 / 12 / 0.566
adder cells (fa/ha/maj): 8 / 8 / 0.368
buffers and inverters: 268 / 729 / 4.65
flip-flops: 288 / 288 / 31.8
multiplexers: 834 / 834 / 43.0
AND/OR/NAND/NOR: 562 / 562 / 9.14
-- cell type report --
cell class	instances	area [um2]	share of cell area (%)
clock buffer	38	930	2.74
clock inverter	284	1320	3.88
inverter	9	41.3	0.122
multi-input combinational	1865	17600	51.8
sequential	288	8650	25.5
tap	1176	1470	4.34
timing repair buffer	398	3960	11.7
Power is estimated from default activity; no workload was simulated.
